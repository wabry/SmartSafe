==> design.v <==
module Servo(
input PCLK, 				 
input PRESERN, 				 
input PSEL, 				 
input PENABLE, 				 
output wire PREADY, 		 
output wire PSLVERR,		 
input PWRITE,				 
input [31:0] PADDR,			 
input wire [31:0] PWDATA,	 
output reg [31:0] PRDATA,	 
output reg pwm
); 
wire PWM_WRITE = PSEL & PWRITE & PENABLE & PADDR[2] && ~PADDR[1] && ~PADDR[0];  
assign PSLVERR = 0;
assign PREADY = 1;
reg [23:0] PWM_OUT;
always @(posedge PCLK) 		 
begin
	if(!PRESERN)
        begin
		PWM_OUT[23:0] <= 24'b000000010101111110010000;  
        end
	else if(PWM_WRITE)
        begin
		PWM_OUT[23:0] <= PWDATA[23:0];                  
        end
end
reg [31:0] count;
always @(posedge PCLK)
begin
 if (count == 2000000)
    count <= 0;
 else
    count <= count + 1;
 if (count < PWM_OUT)
    pwm <= 1;
 else
    pwm <= 0;
end
endmodule
==> run.sh <==
#!/bin/bash
# OpenROAD 26Q1-2900-gdf79404cd8, Yosys 0.63+post, stock flow scripts
make -C /OpenROAD-flow-scripts/flow DESIGN_CONFIG=/design/flow/config.mk WORK_HOME=/design/flow/orfs finish
==> config.mk <==
export PLATFORM = sky130hd
export DESIGN_NAME = Servo
export DESIGN_NICKNAME = Servo
export VERILOG_FILES = /design/flow/design.v
export SDC_FILE = /design/flow/constraint.sdc
export NUM_CORES = 4
export LEC_CHECK = 1
export CORE_UTILIZATION = 50
==> constraint.sdc <==
current_design Servo

set clk_period 7.3
set clk_io_pct 0.2

create_clock -name clk0 -period $clk_period [get_ports {PCLK}]

set non_clock_inputs [all_inputs -no_clocks]
set_input_delay [expr $clk_period * $clk_io_pct] -clock clk0 $non_clock_inputs
set_output_delay [expr $clk_period * $clk_io_pct] -clock clk0 [all_outputs]
==> results.yml <==
# synthesis and place-and-route metrics
drt:
  drtIter0Drc: 85
  antennaDiodeCount: 0
  drt-total-wl_um: 5620
  vias: 2274
  drc: 0
  first_pass_iters: 4
  wl_per_cell_um: 11.9
  routed_via_density: 4.83
  ant_nets: 0
synth:
  yosys_cells: 358
  syn_area_mm2: 0.00310
  syn_inst: 358
  ys_seq_elements: 57
  synth_area_leader_cell: "dfxtp_1"
  synth.avg_cell_area_um2: 8.67
  topCellsByArea: "dfxtp_1, ha_1, buf_4"
  yosys.area.top_type_share: 0.368
  yosys.cell_types.count: 40
  synthArstFlopShare: 0
  ys.warnings.count: 33
  synth_top_flop_cell: "dfxtp_1"
  synth-edff-count: 0
  synth_seq_share: 0.368
  yosys-stat-area_mm2: 0.00310
placement:
  portBuffers: 32
  place_congestion: 0.785
  place_hpwl_um: 4100
  dpl_cell_area_mm2: 0.00335
sta:
  period_used_share: 0.360
  slew_viol_final: 0
  worst_pin_slew_ns: 0.764
  setup_tns_ns: 0
  fin_hold_ws_ns: 0.464
  rsz0062_at_grt: "no"
  period_needed_ns: 2.63
  setup_viol: 0
  slew_headroom: 0.489
  fmax_mhz: 380
  worst_clock_skew_ns: 0.00464
  hold_violations: 0
clock_tree:
  numCtsBuffers: 9
  cts-root-buf: "clkbuf_8"
  clk_pin_slew_ns: 0.06
  cts_resized: 0
  cts_hold_buffers: 0
  clockBufferDepth: 2
  cts_tree: "built"
  clock_sinks: 57
  h-tree-depth: 3
  clk_latency_ns: 0.33
  post_cts_buffers: 0
worst_setup_path:
  reg2reg_slack_ns: 5.33
  path_class: "in -> reg"
  crit_path_max_fanout: 15
  r2r_end: "count[26]"
  arrival_ns: 2.85
  r2r.worst_path.cells: 5
  critical_path.endpoint_type: "register"
  r2r_start: "count[2]"
  crit_required_ns: 7.52
  crit_path_start_kind: "input pin"
pwr:
  power_frac_clock: 0.514
  power.switching_uw: 130
  p_leak_nw: 1.46
  p_comb_frac: 0.035
  p_int_uw: 563
  switching_share: 0.188
  power_density_mw_per_mm2: 193
  vdd_ir_drop_max_uv: 162
  p_seq_frac: 0.451
  total_power_uw: 693
global_route:
  grt_max_degree: 34
  grtUsageTotal: 0.195
  antenna_found_initial: 0
  overflow: 0
  grt_pass1_wl_um: 9470
  first_global_vias: 2067
min_path:
  hold_start: "count[31]"
  hp-class: "reg -> reg"
  min_to: "count[31]"
  hold_depth: 1
final_layout:
  utilization: 0.603
  areaGrowthSynthToFinish_pct: 15.7
  seq_area_mm2: 0.00114
  nFillCells: 551
  design_area_mm2: 0.00359
  mi_logic_area_mm2: 0.00167
  drive_gt1_frac: 0.0783
floorplan:
  num_rows: 28
  die.size.y_um: 80.8
  initCoreUtil: 0.521
  die_x_um: 80.8
  dieArea_mm2: 0.00652
  ioPinCount: 104
  coreArea_mm2: 0.00596
job:
  maxCapViolations: 0
  tool_warnings: 63
outcome:
  outcome: "finished, final reports clean"
==> metal layers <==
layer / GRT usage / vias to the layer above / routed length [µm]
li1: - / 1201 / -
met5: 0 / - / 0
met4: 0.0179 / 0 / 59
met3: 0.0547 / 6 / 252
met2: 0.311 / 37 / 2560
met1: 0.282 / 1030 / 2750
==> logic make-up after synthesis <==
kind of cell / share of synthesized area
compound gates: 0.0919
xor+xnor: 0.0847
fa+ha+maj: 0.101
buf+inv: 0.133
flops: 0.368
other cells: 0.00242
simple gates: 0.219
==> power groups by stage <==
stage | clock (mW) | sequential [mW] | combinational (mW)
after CTS | 0.364 | 0.313 | 0.0246
final | 0.357 | 0.313 | 0.0241
after global routing | 0.381 | 0.313 | 0.0277
==> stage by stage <==
step	cells	worst slack, ns
after floorplan	390	4.82
after global placement	455	4.34
after detailed placement	455	4.32
after CTS	471	4.67
after global routing	471	4.57
final	471	4.67
==> cells in the final DEF, fill, tap and decap left out, drive strengths merged <==
cell / count
nand2b: 1
xor2: 9
nor3: 11
dfxtp: 57
nor2b: 2
a21o: 1
xnor2: 21
o211ai: 9
a211oi: 2
bufinv: 3
o21ai: 2
clkdlybuf4s50: 32
nand3: 12
clkbuf: 10
a31oi: 1
and4: 2
conb: 34
o221ai: 1
buf: 2
nand2: 56
inv: 28
or3: 2
nor2: 20
a21boi: 15
nor4: 9
a21oi: 8
ha: 25
a211o: 1
o311ai: 1
and3: 4
or4: 1
nand4: 11
clkinv: 3
==> critical path, stage by stage <==
cell,delay [ns]
clkdlybuf4s50_1,0.45
nand4_1,0.11
or3_1,0.57
nand2_1,0.16
a21boi_0,0.09
==> Yosys cell counts (2+ instances only) <==
library cell	instances
dfxtp_1	57
nand2_1	56
buf_4	34
inv_1	28
ha_1	25
xnor2_1	21
nor2_1	19
a21boi_0	15
nand3_1	10
nand4_1	10
o211ai_1	9
xor2_1	9
a21oi_1	8
nor4_1	8
clkbuf_1	7
nor3_1	7
and3_1	3
a211oi_1	2
buf_6	2
conb_1	2
nand3_2	2
nor2b_1	2
nor3_2	2
nor3_4	2
o21ai_0	2
or3_1	2
==> worst max path at each step <==
stage,start,to,cells after the start
4_1_cts,PENABLE,PWM_OUT[0],5
5_1_grt,PSEL,PWM_OUT[13],5
6_report,PENABLE,PWM_OUT[0],5
==> final cells by class <==
cell class | count | area share
clock buffer | 10 | 0.0383
timing repair buffer | 34 | 0.0934
sequential | 57 | 0.318
inverter | 28 | 0.0293
multi-input combinational | 261 | 0.466
clock inverter | 6 | 0.0293
tap | 75 | 0.0261
==> sequential cells by signal, summed over array words and instances, names as in the netlist <==
signal / cells
pwm: 1
count: 32
PWM_OUT: 24
Power is estimated from default activity; no workload was simulated.
