==> design/flow/design.v <==
module HardwareTimer(
input PCLK, 				
output reg FABINT
); 
reg [31:0] counter;
always @(posedge PCLK)
begin
 if (counter == 2500000)
    begin
    counter <= 0;
    FABINT <= 1;
    end
 else
    begin
    counter <= counter + 1;
    FABINT <= 0;
    end
end
endmodule
==> design/flow/run.sh <==
#!/bin/bash
# OpenROAD 26Q1-2900-gdf79404cd8, Yosys 0.63+post, stock flow scripts
make -C /OpenROAD-flow-scripts/flow DESIGN_CONFIG=/design/flow/config.mk WORK_HOME=/design/flow/orfs finish
==> design/flow/config.mk <==
export PLATFORM = sky130hd
export DESIGN_NAME = HardwareTimer
export DESIGN_NICKNAME = HardwareTimer
export VERILOG_FILES = /design/flow/design.v
export SDC_FILE = /design/flow/constraint.sdc
export NUM_CORES = 4
export LEC_CHECK = 1
export CORE_AREA = 10 10 97 97
export DIE_AREA = 0 0 107 107
==> design/flow/constraint.sdc <==
current_design HardwareTimer

set clk_period 4.0
set clk_io_pct 0.2

create_clock -name clk0 -period $clk_period [get_ports {PCLK}]

set non_clock_inputs [all_inputs -no_clocks]
set_input_delay [expr $clk_period * $clk_io_pct] -clock clk0 $non_clock_inputs
set_output_delay [expr $clk_period * $clk_io_pct] -clock clk0 [all_outputs]
==> impl_metrics.yaml <==
# flow metrics
synthesis:
  synth.area.mux_share_pct: 0.6279
  ys_ff: 33
  ys_cells: 171
  synth.area.top_cells: "dfxtp_1 41%, xnor2_1 10%, nand4_1 5.1%"
  synth_cells: 171
  compound_area_share_pct: 3.140
  syn_area_per_cell_um2: 9.322
  ys_seq_share_pct: 41.44
  common_cells: "33 x dfxtp_1, 19 x xnor2_1, 15 x nand3_1"
  ff_type: "dfxtp_1"
  yosysWarnings: 1
  ys_sh_adder_pct: 1.570
  syn_area_um2: 1594
  synthXorXnorAreaFrac_pct: 13.74
  top_cell_area_share_pct: 41.44
  async_flop_share_pct: 0
  edf_count: 0
  yosys_area_um2: 1594
  ys_top_logic_family: "simple AND/OR/NAND/NOR gates"
  top_area_cell: "dfxtp_1"
  yosysUniqueCellTypes: 40
  synth.cellmix.simpleShare_pct: 35.79
  synth_top_cell_by_count: "dfxtp_1"
critical_path:
  worst_setup_path_end_kind: "output pin"
  arrival_ns: 1.04
  crit_buf_inv: 1
  crit_chain: "clkdlybuf4s50_1"
  crit_required_ns: 3.20
  cp_slowest_stage_delay_ns: 0.45
  startpoint_type: "flop"
  critical_path_peak_fanout: 1
  critical_path_class: "flop to output pin"
  slowest_stage: "clkdlybuf4s50_1"
  crit_family: "buffers and inverters"
die:
  pin_count: 2
  die_width_um: 107
  chipArea_um2: 11450
  initCoreUtil_pct: 21.86
  die_h_um: 107
  core_area_um2: 7292
  row_count: 31
finish:
  final_layout_size_suffix_gt1_share_pct: 9.714
  fin_cells: 274
  fillers: 818
  areaGrowthSynthToFinish_pct: 12.72
clock_tree:
  postCtsHoldBufs: 0
  cts_num_sinks: 33
  cts_tree: "built"
  cts_setup_buffers: 0
  cts-root-buf: "clkbuf_8"
  clk_latency_ns: 0.28
  clockBufferDepth: 2
  cts_max_level: 2
  numCtsBuffers: 5
  clk_pin_slew_ns: 0.07
  ctsResizeCount: 0
sta:
  fin_skew_ns: 0.006730
  whs_ns: 0.4898
  period_used_pct: 46.12
  hold_viol: 0
  period_minus_slack_ns: 1.845
  maxSlewHeadroom_pct: 58.44
  worst_slew_pin_slew_ns: 0.6187
  fmax_ghz: 0.5420
  report.final.slew_viol_count: 0
  setup_viol_count_final: 0
  rsz0062_at_grt: "no"
  setup_tns_ns: 0
flow_run:
  timing.max_cap.violations: 0
  tool_warnings: 26
power_and_ir_drop:
  comb_power_share_pct: 0
  swShare_pct: 19.42
  vdd_drop_max_mv: 0.1475
  p_sw_mw: 0.1166
  power.share.clock_pct: 45.3
  total_power_mw: 0.6005
  leakagePower_nw: 0.5921
  seqPwrFrac_pct: 54.7
  p_per_area_nw_per_um2: 334.2
  intPower_mw: 0.4839
drt:
  antenna_left: 0
  drtPass1Iterations: 4
  drt_iter0_drc: 131
  vias_per_cell: 4.551
  num_antenna_cells: 0
  vias: 1247
  routed_wl_mm: 3.207
  route.detailed.drc: 0
  wl_per_cell_um: 11.70
global_route:
  first_global_vias: 1198
  grt_pass1_wl_mm: 5.885
  grt_usage_pct: 6.066
  grt_max_degree: 12
  antenna_found_initial: 0
  grt-ovfl-total: 0
placed_design:
  dp_hpwl_mm: 2.235
  numPlacedInstances: 266
  portBuffers: 1
  gp_congestion: 0.8880
min_path:
  hp-class: "flop to flop"
run_status:
  status: "finished clean"
-- stage by stage --
step                      setup slack (ns)  cell area [um2]  util (%)
after floorplan                      2.442             1594         -
after global placement               2.256             1695     23.25
after detailed placement             2.245             1695     23.25
after CTS                            2.128             1797     24.64
after global routing                 2.009             1797     24.64
final                                2.155             1797     24.64
-- power by group through the flow --
stage | clock, mW | sequential, mW | combinational (mW)
global route | 0.296 | 0.328 | 0.000000272
CTS | 0.282 | 0.328 | 0.000000272
finish | 0.272 | 0.328 | 0.000000272
-- logic make-up (layout without fill, tap and decap cells) --
logic type / after synthesis / in the layout
AND-OR/OR-AND: 8 / 8
XOR/XNOR: 25 / 25
adder cells (fa/ha/maj): 2 / 2
buffers and inverters: 11 / 15
flip-flops: 33 / 33
multiplexers: 1 / 1
AND/OR/NAND/NOR: 91 / 91
-- sequential cells by signal, summed over array words and instances, names as in the netlist --
name     cells
counter     32
FABINT       1
-- area by class of cell --
class | instances | area, um2 | share of cell area [%]
Clock inverter | 1 | 5.005 | 0.2786
Inverter | 5 | 18.77 | 1.045
Tap cell | 99 | 123.9 | 6.894
Timing Repair Buffer | 2 | 17.52 | 0.9749
Sequential cell | 33 | 660.6 | 36.77
Multi-Input combinational cell | 127 | 874.6 | 48.68
Clock buffer | 7 | 96.34 | 5.362
-- placed cells by master (no fill, tap or decap) --
cell / instances
a21oi_2: 1
or4b_1: 1
nand3_1: 15
nor4b_1: 6
or2_4: 1
and3_2: 1
dfxtp_1: 33
or4_1: 1
nand3b_1: 1
and3_1: 6
or4_4: 1
xor2_1: 6
or2_1: 1
or3_1: 1
nand4_4: 1
mux2i_1: 1
o32ai_1: 1
clkbuf_8: 7
ha_1: 2
and4_2: 1
and4b_1: 1
nand4_1: 13
xnor2_1: 19
nor2_1: 11
inv_1: 5
nor4_4: 1
nor3_1: 4
o21ai_0: 3
nor3b_1: 1
nand4_2: 1
o31ai_1: 1
clkdlybuf4s50_1: 1
a21oi_1: 2
buf_4: 1
and4_1: 2
clkinv_2: 1
nor2b_1: 1
nand2_1: 11
nor4_1: 8
-- routing by layer --
layer / track usage [%] / vias up / wire (um)
li1: - / 632 / -
met1: 8.999 / 597 / 1616
met2: 8.736 / 16 / 1430
met3: 1.516 / 2 / 138
met4: 1.161 / 0 / 23
met5: 0 / - / 0
-- final timing paths --
path | slack [ns] | depth (start not counted) | endpoint | from
max | 2.16 | 1 | FABINT | FABINT
min | 0.49 | 1 | counter[31] | counter[31]
max reg2reg | 2.19 | 3 | counter[10] | counter[19]
min reg2reg | 0.49 | 1 | counter[31] | counter[31]
Power and IR drop assume default switching activity.
